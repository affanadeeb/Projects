**flow/design.v**
```verilog
module registerwrite (input [7:0] opcode,input [7:0] rArB,input [63:0] valE,input [63:0] valM,output reg reset,
output reg [3:0] registernumber1,output reg [3:0] registernumber2,output reg [63:0] val_write1,output reg [63:0] val_write2,output reg wrEn);
  wire error1, error2;
  wire [63:0] temp1;
  wire [63:0] temp2;
  always @(*) begin
    if ((opcode[7:4] == 4'b0110) || (opcode[7:4] == 4'b0011) || (opcode[7:4] == 4'b0010)) begin 
      reset = 0; 
      registernumber1 = rArB[3:0]; 
      registernumber2 = 4'b1111; 
      val_write1 = valE; 
      val_write2 = 64'hFFFFFFFFFFFFFFFF; 
      wrEn=1;
    end
    else if (opcode[7:4] == 4'b0101) begin
      reset = 0; 
      registernumber1 = rArB[7:4]; 
      registernumber2 = 4'b1111; 
      val_write1 = valM; 
      val_write2 = 64'hFFFFFFFFFFFFFFFF; 
      wrEn=1;
    end
    else if (opcode[7:4] == 4'b1011) begin
      reset = 0; 
      registernumber1 = 4'b0100; 
      registernumber2 = rArB[7:4]; 
      val_write1 = valE; 
      val_write2 = valM; 
      wrEn=1;
    end
    else if ((opcode[7:4] == 4'b1000) || (opcode[7:4] == 4'b1001) || (opcode[7:4] == 4'b1010)) begin
      reset = 0; 
      registernumber1 = 4'b0100; 
      registernumber2 = 4'b1111; 
      val_write1 = valE; 
      val_write2 = valE; 
      wrEn=1;
    end
    else begin
      reset = 0; 
      registernumber1 = 4'b1111; 
      registernumber2 = 4'b1111; 
      val_write1 = valE; 
      val_write2 = valE; 
      wrEn=0;
    end
  end
endmodule
```
**flow/run.sh**
```bash
#!/bin/bash
# OpenROAD 26Q1-2900-gdf79404cd8, Yosys 0.63+post, stock flow scripts
make -C /OpenROAD-flow-scripts/flow DESIGN_CONFIG=/design/flow/config.mk WORK_HOME=/design/flow/orfs finish
```
**flow/config.mk**
```make
export PLATFORM = sky130hd
export DESIGN_NAME = registerwrite
export DESIGN_NICKNAME = registerwrite
export VERILOG_FILES = /design/flow/design.v
export SDC_FILE = /design/flow/constraint.sdc
export NUM_CORES = 4
export LEC_CHECK = 1
export CORE_AREA = 10 10 116 116
export DIE_AREA = 0 0 126 126
```
**flow/constraint.sdc**
```tcl
current_design registerwrite

set clk_period 37.8
set clk_io_pct 0.2

create_clock -name clk0 -period $clk_period

set non_clock_inputs [all_inputs -no_clocks]
set_input_delay [expr $clk_period * $clk_io_pct] -clock clk0 $non_clock_inputs
set_output_delay [expr $clk_period * $clk_io_pct] -clock clk0 [all_outputs]
```
==> out/results.ini <==
[place]
dp_hpwl_um=10800
io_buffers=277
gp_congestion=0.900
dp.cells=638

[clock_network]
cts_setup_buffers=0
cts_hold_buf=0
cts_resized=0

[synth]
top_cell_area_share_pct=38.3
post_synth.cell_area_avg_um2=9.34
yosysSeqAreaShare_pct=0
yosysWarnings=1
synthTopCellsByArea=mux2_4 38%, a2bb2oi_1 24%, o22ai_1 17%, buf_12 6.0%, clkbuf_1 1.9%
largest_area_cell=mux2_4
yosys_area_um2=2350
yosysCellCount=252
postSynthCellCount=252
ys_types=24
synth_area_um2=2350

[timing]
finalHoldViolations=0
setup_viol=0
whs_ns=16.11
rsz0062_at_grt=false
tns_ns=0
finalClockPeriodUsage_pct=47.7
slew_viol_final=0
worstMarginPinSlew_ns=0.799
max_slew_margin_pct=46.7
fmax_mhz=55.5
min_period_ns=18.03

[layout]
drive_above_1_share_pct=14.9
syn2layout_area_growth_pct=115
final_util_pct=46.3
lay_top_count=clkdlybuf4s50_1
register_area_um2=0
lay_top_cells=277 x clkdlybuf4s50_1, 64 x o22ai_1, 64 x a2bb2oi_1
seq_cell_count=0
fill_cells=1035
clockBufferCount=0
fin_cells=638

[outcome]
status=completed

[floorplanning]
dieArea_um2=15900
fp_util_pct=21.5
ios=282
placeableCoreArea_um2=10900
core.rowCount=38
die_h_um=126
die_w_um=126

[detailed_routing]
first_pass_iters=4
via_count=3287
ant_nets=0
drt_first_iter_violations=157
diodes=0
wire_per_inst_um=21.4
routed_wl_um=13600
drc_errors=0
viasPerCell=5.15

[worst_setup_path]
endpoint_kind=output port
cp_data_required_time_ns=30.24
startpoint=opcode[6]
cp_max_fo=35
startpoint_type=input port
critical_path_class=in -> out
cp_data_arrival_time_ns=10.47

[grt]
grt_max_degree=39
antenna_found_initial=0
gr-total-overflow=0
grt_pass1_vias=3297
grt_pass1_wl_um=20100
grt_use_total_pct=15.3

[job]
warnings=36
maxCapViolations=0

[power]
max-vdd-ir-drop_mv=0.00520
p_per_area_nw_per_um2=12.7
leakage_nw=1.90
total_power_mw=0.0643

[min_path]
hold_start=valE[54]
min_path_type=in -> out
worstHoldPathCells=3
holdPathEnd=val_write2[54]

==> through the flow <==
stage	instance area, um2	setup slack, ns
floorplan	2350	21.78
global placement	5070	19.77
detailed placement	5070	19.79
CTS	5070	19.77
global route	5070	19.66
finish	5070	19.77
==> critical path: stages <==
cell,delay (ns)
clkdlybuf4s50_1,0.54
nor2b_4,0.19
and3b_4,0.63
buf_4,0.66
mux2_1,0.39
clkdlybuf4s50_1,0.42
==> cells in the mapped netlist <==
cell	n
conb_1	1
o22a_1	1
and3b_4	1
o22ai_1	64
mux2_1	4
or3_1	5
nand2_1	3
buf_1	5
buf_4	5
nor2b_1	1
nand3_1	1
nand3b_1	2
buf_2	7
a21o_1	1
nor2b_4	1
o21ai_0	1
a2bb2oi_1	64
mux2_4	60
inv_2	1
nand2b_1	1
o221a_2	3
clkbuf_1	12
buf_12	7
and2_1	1
==> power by group <==
| part | internal, mW | total (mW) | switching [mW] |
|---|---|---|---|
| Combinational | 0.0452 | 0.0643 | 0.0191 |
| Sequential | 0 | 0 | 0 |
| Clock | 0 | 0 | 0 |
==> worst max path at each step <==
stage / end / slack (ns)
6_report: val_write1[63] / 19.77
5_1_grt: val_write1[63] / 19.66
4_1_cts: val_write1[63] / 19.77
==> layout make-up <==
cell class	instances	area [um2]	area share [%]
repair buffers	282	2810	55.5
multi-input cells	215	2080	41.0
well taps	140	175	3.46
inverters	1	3.75	0.0741
==> kinds of logic after synthesis <==
kind of cell,share of synthesized area (%)
mux,40.2
compound gates,43.2
simple gates,4.57
buf+inv,11.9
other cells,0.159
==> per-layer routing <==
layer	wire, um	track usage [%]	up-vias
li1	-	-	1568
met1	5420	18.2	1494
met2	6240	25.4	217
met3	1830	7.31	8
met4	140	1.47	0
met5	0	0	-
Power and IR drop assume default switching activity.
