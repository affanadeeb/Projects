## flow/config.mk

```make
export PLATFORM = sky130hd
export DESIGN_NAME = register
export DESIGN_NICKNAME = register
export VERILOG_FILES = /design/flow/design.v
export SDC_FILE = /design/flow/constraint.sdc
export NUM_CORES = 4
export LEC_CHECK = 1
export CORE_UTILIZATION = 40
```

## flow/constraint.sdc

```tcl
current_design register

set clk_period 15.3
set clk_io_pct 0.2

create_clock -name clk0 -period $clk_period

set non_clock_inputs [all_inputs -no_clocks]
set_input_delay [expr $clk_period * $clk_io_pct] -clock clk0 $non_clock_inputs
set_output_delay [expr $clk_period * $clk_io_pct] -clock clk0 [all_outputs]
```

## flow/design.v

```verilog
module register(input clk,input reset,input [3:0] registernumber1_read,input [3:0] registernumber2_read,input [3:0] registernumber1_write,input [3:0] registernumber2_write,
input [63:0] val_write1,input [63:0] val_write2,
input wrEn,input reEn,output reg [63:0] val_read1,output reg [63:0] val_read2,output reg regerr);
  reg [63:0] registers [14:0];
  wire temp1;
  wire temp2;
  and(temp1, wrEn, reEn);
  or(temp2, wrEn, reEn);
  integer i;
  initial begin
    for(i=0;i<15;i=i+1) begin
      registers[i]=0;
    end
    registers[4]=1024; 
  end
  always @(*) begin
  val_read1 = registers[registernumber1_read];
  val_read2 = registers[registernumber2_read];
  if(wrEn) begin
     if(registernumber1_write!=15) begin
        registers[registernumber1_write] = val_write1;
        end
        if(registernumber2_write!=15) begin
        registers[registernumber2_write] = val_write2;
        end
  end
  end
endmodule
```

## flow/run.sh

```bash
#!/bin/bash
# OpenROAD 26Q1-2900-gdf79404cd8, Yosys 0.63+post, stock flow scripts
make -C /OpenROAD-flow-scripts/flow DESIGN_CONFIG=/design/flow/config.mk WORK_HOME=/design/flow/orfs finish
```

==> results_dict.tcl <==
# yosys + openroad results
set metrics [dict create \
    route.detailed.wl_per_inst_um 37.96 \
    unclocked_regs 960 \
    worst_hold_slack_ns 7.136 \
    avgSynthCellArea_sq_um 7.508 \
    fmax_mhz 90.59 \
    io_buffers 273 \
    design_area_sq_mm 0.05398 \
    cap_violations 0 \
    setup_viol 0 \
    synth-async-reset-ratio_pct 0 \
    final_core_util_pct 43.43 \
    setup-tns-final_ns 0 \
    final_hold_viol_count 0 \
    max_slew_margin_pct 23.21 \
    status "finished, final reports clean" \
    grt_pass1_vias 52630 \
    period_needed_ns 11.04 \
    route.antenna.remaining_nets 0 \
    track_usage_pct 47.85 \
    top_area_share_pct 28.61 \
    area_delta_synth_final_pct 7.254 \
    die_h_um 356.7 \
    hold_start "registernumber1_read[2]" \
    wirelength_um 307800 \
    synth.area.top_cells "dlxtn_1 (29%), mux2i_1 (22%), o21ai_0 (9.2%), a22oi_1 (5.5%), nand2_1 (4.9%)" \
    hpwl_um 176800 \
    yosys_cells 6703 \
    criticalPathCategory "in2out" \
    tightest_slew_ns 1.149 \
    cts_resized 0 \
    unconstrained_endpoints 960 \
    cp-end-kind "primary output" \
    fillers 12390 \
    min_path_type "in2out" \
    power.switching_mw 1.341 \
    first_pass_iters 9 \
    power_density_mw_per_mm2 47.83 \
    dpl_cell_area_sq_mm 0.05389 \
    die_w_um 356.7 \
    fp-utilization_pct 40.50 \
    gp_congestion 1.062 \
    syn_area_sq_mm 0.05033 \
    start_kind "input port" \
    core-area_sq_mm 0.1243 \
    drt_iter0_markers 9484 \
    yosys_warnings 1923 \
    synth-edff-count 0 \
    finalCritPeriodShare_pct 72.15 \
    chip_area_sq_mm 0.1272 \
    hold_path_depth 4 \
    p_sw_share_pct 51.96 \
    warning_count 41 \
    antenna_found_initial 43 \
    drive_above_1_share_pct 5.982 \
    drc 0 \
    grt_max_degree 115 \
    rows 129 \
    io_pins 277 \
    slew_violations 0 \
    grt-ovfl-total 0 \
    ys.flops 960 \
    yosysChipArea_sq_mm 0.05033 \
    largest_area_cell "dlxtn_1" \
    p_total_mw 2.582 \
    multiInputGateArea_sq_mm 0.03273 \
    largest_reg_flops 960 \
    cp_data_required_time_ns 12.24 \
    p_leak_nw 20.73 \
    grt_pass1_wl_um 416000 \
    ys_types 67 \
    worst-path-max-fanout 39 \
    hold_path_end "val_read1[10]" \
    vias 58870 \
    p_int_mw 1.240 \
    peakVddDrop_uv 18.18 \
    via_per_inst 7.260 \
    cts_setup_buffers 0 \
    rsz0062_at_grt "no" \
    regArea_sq_mm 0.01441 \
    holdBufCountCts 0 \
    cp.arrival_ns 7.98 \
    syn_inst 6703 \
    ys_dominant_reg_cell "dlxtn_1" \
]
==> Yosys cell counts (59+ instances only) <==
cell,n
buf_2,242
o21ai_1,59
a22o_1,94
a22oi_1,369
nand2_1,662
o21ai_0,925
clkbuf_1,409
nor2_1,505
o22ai_1,107
a21oi_1,445
a31oi_1,94
dlxtn_1,960
buf_4,75
mux2i_1,1098
==> metal layers <==
| metal | up-vias | GRT usage (%) | wire length [um] |
|---|---|---|---|
| met4 | 55 | 30.94 | 27820 |
| met5 | - | 3.481 | 767 |
| met3 | 1673 | 29.38 | 58470 |
| li1 | 23930 | - | - |
| met2 | 6038 | 61.16 | 113600 |
| met1 | 27170 | 59.49 | 107200 |
==> cells in the final DEF (no fill, tap or decap), types with 54 or more instances in the layout <==
cell and n:
a21oi_1 445, a22o_1 94, a22oi_1 369, a31oi_1 94, buf_4 227, clkdlybuf4s50_1 265
dlxtn_1 960, mux2i_1 1098, nand2_1 656, nor2_1 481, o21ai_0 914, o21ai_1 59
o22ai_1 106, o32a_1 54
==> area by class of cell <==
type / instances / share of cell area [%]
Antenna cell: 35 / 0.1623
Inverter: 29 / 0.2017
Multi-Input combinational cell: 4941 / 60.63
Sequential cell: 960 / 26.70
Tap cell: 1637 / 3.794
Timing Repair Buffer: 506 / 8.509
==> cells by family after synthesis <==
group	count (synthesis)	synth area share, %
AND-OR/OR-AND	2421	29.87
buffers and inverters	802	7.413
latches	960	28.61
multiplexers	1132	22.64
other	1	0.007451
AND/OR/NAND/NOR	1387	11.42
==> worst max-delay path, cell delays in order <==
cell	delay (ns)
buf_4	0.50
buf_4	0.81
buf_4	0.49
and2_1	0.58
nand2b_2	0.49
buf_4	0.46
o22ai_1	0.24
nand2_1	0.10
a41oi_1	0.49
clkdlybuf4s50_1	0.58
==> stage by stage <==
stage,cells,worst slack (ns)
global placement,8073,4.757
global route,8089,4.508
CTS,8073,4.771
floorplan,6703,7.878
finish,8108,4.262
detailed placement,8073,4.797
==> worst max-delay path by stage <==
stage,startpoint,endpoint,slack [ns],depth (start not counted)
4_1_cts,registernumber2_read[1],val_read2[62],4.77,10
5_1_grt,registernumber2_read[1],val_read2[62],4.51,10
6_report,registernumber2_read[1],val_read2[62],4.26,10
==> power by group through the flow <==
stage / clock, mW / sequential [mW] / combinational, mW
4_1_cts: 0 / 0.859 / 1.61
5_1_grt: 0.0000000789 / 0.922 / 1.78
Power figures rest on the tool's default switching activity, not on a simulated workload.
