==> /design/flow/design.v <==
module PCupdate(input [7:0] opcode,input [63:0] valP,input [63:0] valM,input [63:0] valC,input Cnd,output reg [63:0] finalval_PC);
  always @(*) begin
  if(opcode [7:4]==4'b0111) begin
    if(Cnd==1) begin 
      finalval_PC=valC;
    end
    else begin
      finalval_PC=valP;
    end
  end
  else if(opcode[7:4]==4'b1000) begin
     finalval_PC=valC;
  end  
  else if(opcode[7:4]==4'b1001) begin
    finalval_PC=valM;
  end
  else begin
    finalval_PC=valP;
  end
  end
endmodule
==> /design/flow/run.sh <==
#!/bin/bash
# OpenROAD 26Q1-2900-gdf79404cd8, Yosys 0.63+post, stock flow scripts
make -C /OpenROAD-flow-scripts/flow DESIGN_CONFIG=/design/flow/config.mk WORK_HOME=/design/flow/orfs finish
==> /design/flow/config.mk <==
export PLATFORM = sky130hd
export DESIGN_NAME = PCupdate
export DESIGN_NICKNAME = PCupdate
export VERILOG_FILES = /design/flow/design.v
export SDC_FILE = /design/flow/constraint.sdc
export NUM_CORES = 4
export LEC_CHECK = 1
export CORE_AREA = 10 10 128 128
export DIE_AREA = 0 0 138 138
==> /design/flow/constraint.sdc <==
current_design PCupdate

set clk_period 8.8
set clk_io_pct 0.2

create_clock -name clk0 -period $clk_period

set non_clock_inputs [all_inputs -no_clocks]
set_input_delay [expr $clk_period * $clk_io_pct] -clock clk0 $non_clock_inputs
set_output_delay [expr $clk_period * $clk_io_pct] -clock clk0 [all_outputs]
==> results.txt <==
Flow results.

- The run finished with clean final reports.
- The post-synthesis cell type with the largest combined area is sky130_fd_sc_hd__a2bb2oi_2.
- Hold timing on the final database bottoms out at a slack of 4.46 ns.
- The post-CTS resize count is 0.
- The via count of the first global-routing pass is ~2700.
- The largest net degree at the start of global routing is between 60 and 70.
- The fraction of the cycle the final worst path needs is a little under three quarters.
- The largest vdd supply drop is approximately 0.000016 V.
- The power per cell area is ~50 nW/um^2.
- The floorplan step defined a die boundary enclosing ~19000 um^2.
- After its last routability iteration, the placer logged a weighted congestion of 0.843.
- The sequential cell area in the final layout is 0 um^2.
- Once iteration 0 of detailed routing completed, the report listed between 60 and 70 DRC markers.
- The first-pass GRT wire length is about 16000 um.
- The share of cells above drive strength 1 is about 18%.
- The final layout reports a setup TNS of 0 ns.
- Ranked by total cell area, the synthesized netlist is headed by sky130_fd_sc_hd__a2bb2oi_2 56%, sky130_fd_sc_hd__o22ai_1 25%, sky130_fd_sc_hd__buf_6 4.9%, sky130_fd_sc_hd__buf_2 4.1%, sky130_fd_sc_hd__a32oi_4 1.7%.
- The boundary pin count is roughly 270.
- The number of warning messages in the logs is 36.
- For this design, the CTS-stage hold fixing added 0 buffers.
- The floorplan utilization is 11.6%.
- STA classifies the critical path startpoint as a primary input.
- There are 0 flip-flops and latches.
- The type of element capturing the critical path is an output port.
- Counting the clock-network buffers in the layout gives 0.
- The final period demand of the worst path is 6.26 ns.
- The number of antenna violations at the first check in global routing is 1.
- The achievable clock frequency is around 160 MHz.
- From bottom edge to top edge, the die measures ~140 um.
- The final routed DRC violation total is 0.
- The highest cell delay on the worst timing path is about 0.63 ns.
- After floorplanning, the core was sized to cover between 10000 and 15000 um^2.
- The count of endpoints failing hold in the final timing report is 0.
- Between the synthesized netlist and the finished layout, the area growth was recorded as 171%.
- The number of I/O port buffers is around 260.
- The horizontal die dimension is 138 um.
- In the Yosys stats the netlist draws on 14 distinct library cells.
- The leakage power total is 0.00144 uW.
- The required time at the worst-slack endpoint is 7.04 ns.
- Setup repair after global routing left no endpoint under its margin.
- Yosys stat counts 161 cells in the synthesized netlist.
- For reference, the most critical setup path is categorized as primary input to output port.
- Of the synthesized area, sequential elements account for 0%.
- Power comes to between 200 and 250 uW.
- In this run the maximum-capacitance check reported violations numbering 0.
- Once detail routing completed, the nets flagged for antenna violations numbered 0.
- The slew at the pin with the worst max-slew slack is 0.725 ns.
- The final max-slew violation count recorded for this run is 0.
- In the global route stage, overall resource usage came out at around a tenth.
- The initialized floorplan defines between 40 and 50 standard-cell rows.
- The wire length recorded after detailed routing is ~11000 um.
- For this run the aggregate overflow at the end of global routing stands at 0.
- The number of buffers inserted by post-CTS setup repair is 0.
- The critical path data arrival time is ~4.5 ns.
- The iteration count recorded for the first detailed-route pass is 4.
- The highest net fanout along the worst path is 39.
- The tally of filler cells in the layout is roughly 1400.
- The final timing report counts setup violations totalling 0.
- Counting the warning lines in the Yosys log gives 1.
- The post-synthesis chip area from yosys is 1600 um^2.
- The post-DP HPWL is slightly below 9000 um.
- In this run the mean area of a mapped cell was roughly 9.9 um^2.
- The routed layout has 2501 vias.
- Per the detail_route report, routed wire per instance is approximately 19 um.
- The synthesized instance count is about 160.
- After detailed routing, the number of vias per cell comes to approximately 4.3.
- The top cell type's share of synthesized area is 56.4%.
- Listed in order, past its start point the critical path passes clkdlybuf4s50_1, nor2b_4, a32oi_4, buf_4, buf_4, a2bb2oi_1, clkdlybuf4s50_1.
- The min-delay analysis places its worst path in the category primary input to output port.
- Across all checked pins, the minimum headroom to the slew limit is 51.7%.
- The library cell contributing the largest single delay on the critical path is sky130_fd_sc_hd__buf_4.
- The area of the mapped netlist is around 1600 um^2.
synth_stat cells:
| cell type | count |
|---|---|
| sky130_fd_sc_hd__o22ai_1 | 64 |
| sky130_fd_sc_hd__a2bb2oi_2 | 60 |
| sky130_fd_sc_hd__buf_2 | 13 |
| sky130_fd_sc_hd__buf_6 | 7 |
| sky130_fd_sc_hd__buf_1 | 6 |
| sky130_fd_sc_hd__a2bb2oi_1 | 3 |
| sky130_fd_sc_hd__a32oi_4 | 1 |
| sky130_fd_sc_hd__and2_4 | 1 |
| sky130_fd_sc_hd__inv_1 | 1 |
| sky130_fd_sc_hd__nand3_2 | 1 |
| sky130_fd_sc_hd__nand4bb_1 | 1 |
| sky130_fd_sc_hd__nor2b_4 | 1 |
| sky130_fd_sc_hd__nor3b_4 | 1 |
| sky130_fd_sc_hd__o2bb2a_1 | 1 |
worst paths after layout:
check / startpoint / end / depth (start not counted)
worst max-delay path: opcode[7] / finalval_PC[51] / 7
worst min-delay path: valC[53] / finalval_PC[53] / 3
placed cells by master, fill, tap and decap left out:
cell type and n:
sky130_fd_sc_hd__o22ai_1 64, sky130_fd_sc_hd__nand4bb_4 1, sky130_fd_sc_hd__nor2b_4 1, sky130_fd_sc_hd__diode_2 1, sky130_fd_sc_hd__nor3b_4 1, sky130_fd_sc_hd__and2_4 1
sky130_fd_sc_hd__inv_1 1, sky130_fd_sc_hd__a32oi_4 1, sky130_fd_sc_hd__buf_4 5, sky130_fd_sc_hd__nand3_4 1, sky130_fd_sc_hd__o2bb2a_1 1, sky130_fd_sc_hd__a2bb2oi_2 60
sky130_fd_sc_hd__a2bb2oi_1 3, sky130_fd_sc_hd__clkdlybuf4s50_1 261
per-layer routing:
metal,wire length (um),vias to the layer above,global-route usage (%),part of all wire [%]
met5,0,-,0,0
met4,0,0,0,0
met3,1040,0,3.99,9.6
met2,5380,138,18.0,50
met1,4390,1155,12.3,41
li1,-,1208,-,-
stage by stage:
| step | setup WS [ns] | util [%] | instance area, um^2 | cells |
|---|---|---|---|---|
| 6_report | 2.54 | 31.5 | 4330 | 582 |
| 5_1_grt | 2.39 | 31.4 | 4330 | 581 |
| 4_1_cts | 2.50 | 31.4 | 4330 | 581 |
| 3_5_place_dp | 2.49 | 31.4 | 4330 | 581 |
| 3_3_place_gp | 2.50 | 31.4 | 4330 | 581 |
| 2_1_floorplan | 4.43 | - | 1600 | 161 |
power breakdown:
group / total [uW] / leakage, uW / switching (uW) / internal, uW
registers: 0 / 0 / 0 / 0
logic: 218 / 0.00144 / 54.7 / 163
clock network: 0.0000152 / 0.00000000634 / 0 / 0.0000152
total: 218 / 0.00144 / 54.7 / 163
area by class of cell:
cell class / instances / area [um^2] / area share [%]
inverters: 1 / 3.75 / 0.0866
diodes: 1 / 2.50 / 0.0578
multi-input cells: 134 / 1450 / 33.5
well taps: 180 / 225 / 5.20
repair buffers: 266 / 2650 / 61.2
worst max-delay path: cells and delay by family:
kind                   cells  cell delay, ns
and+or+nand+nor            1            0.09
AOI/OAI and AO/OA          2            0.47
buffers and inverters      4            2.16
cells by family (layout without fill, tap and decap cells):
group | after synthesis | after routing | share of synthesized area, %
compound gates | 129 | 129 | 85.4
buf+inv | 27 | 267 | 10.6
other cells | 0 | 1 | 0
simple gates | 5 | 5 | 3.92
Power figures rest on the tool's default switching activity, not on a simulated workload.
